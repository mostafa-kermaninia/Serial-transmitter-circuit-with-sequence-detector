==> ./design.v <==
`timescale 1ns / 1ns
module three_bit_counter_reg (
    input clk,
    rst,
    serIn,
    iz0,
    cen,
    shen,
    output logic co,
    output logic [7:0] parOut
);
  logic [2:0] ps, ns;
  always @(ps) begin
    ns = ps + 1'b1;
  end
  always @(posedge clk, posedge rst) begin
    if (rst) ps <= 3'b0;
    else if (iz0) begin
      ps <= 3'b0;
    end else if (cen) ps <= ns;
  end
  assign co = (ps == 3'b111);
  always @(posedge clk, posedge rst) begin
    if (rst) parOut <= 8'b0;
    else if (iz0) parOut <= 8'b0;
    else if (shen) parOut <= {serIn, parOut[7:1]};
    else parOut <= parOut;
  end
endmodule
`timescale 1ns / 1ns
module complete (
    input  serIn,
    clk,
    rst,
    output outValid
);
  wire co1, co2, init, shen, cen1, cen2, ld;
  wire [7:0] par_ld;
  seq_cont CUT1 (
      clk,
      rst,
      serIn,
      co1,
      co2,
      ld,
      init,
      shen,
      cen1,
      cen2,
      outValid
  );
  three_bit_counter_reg CUT2 (
      clk,
      rst,
      serIn,
      init,
      cen1,
      shen,
      co1,
      par_ld
  );
  transmitter CUT3 (
      clk,
      rst,
      ld,
      cen2,
      par_ld,
      co2
  );
endmodule
`timescale 1ns / 1ns
module seq_cont (
    input serIn,
    co1,
    co2,
    clk,
    rst,
    output logic ld,
    init,
    shen,
    cen1,
    cen2,
    outValid
);
  logic [3:0] ns, ps;
  always @(posedge clk, posedge rst) begin
    if (rst) ps <= I;
    else ps <= ns;
  end
  parameter [3:0] I = 4'b0000, A = 4'b0001, B = 4'b0010, C = 4'b0011, D = 4'b0100,E = 4'b0101, F = 4'b0110, G = 4'b0111;
  parameter [3:0] ld_state = 4'b1000, tr_state = 4'b1001;
  always @(ps, serIn) begin
    init = 1'b0;
    ld = 1'b0;
    cen1 = 1'b0;
    shen = 1'b0;
    outValid = 1'b0;
    ns = I;
    case (ps)
      I: ns = serIn ? I : A;
      A: ns = serIn ? B : A;
      B: ns = serIn ? C : A;
      C: ns = serIn ? D : A;
      D: ns = serIn ? E : A;
      E: ns = serIn ? F : A;
      F: begin
        ns   = serIn ? I : G;
        shen = ~serIn;
        init = 1;
      end
      G: begin
        ns = co1 ? ld_state : G;
        cen1 = 1;
        outValid = co1;
        shen = 1;
      end
      ld_state: begin
        ns = tr_state;
        ld = 1;
        cen2 = 1;
        outValid = 1;
      end
      tr_state: begin
        ns = co2 ? I : tr_state;
        outValid = 1;
        cen2 = 1;
      end
      default: ns = I;
    endcase
  end
endmodule
`timescale 1ns / 1ns
module transmitter (
    input clk,
    rst,
    ld,
    cen,
    input [7:0] par_ld,
    output co
);
  logic [7:0] ps, ns;
  always @(ps) begin
    ns = ps - 1'b1;
  end
  always @(posedge clk, posedge rst) begin
    if (rst) ps <= 8'b0;
    else if (ld) ps <= par_ld;
    else if (cen) ps <= ns;
  end
  assign co = (ps == 1'd1);
endmodule
==> ./run.sh <==
#!/bin/bash
# OpenROAD 26Q1-2900-gdf79404cd8, Yosys 0.63+post, stock flow scripts
make -C /OpenROAD-flow-scripts/flow DESIGN_CONFIG=/design/flow/config.mk WORK_HOME=/design/flow/orfs finish
==> ./config.mk <==
export PLATFORM = sky130hd
export DESIGN_NAME = complete
export DESIGN_NICKNAME = complete
export VERILOG_FILES = /design/flow/design.v
export SDC_FILE = /design/flow/constraint.sdc
export NUM_CORES = 4
export LEC_CHECK = 1
export CORE_AREA = 10 10 98 98
export DIE_AREA = 0 0 108 108
==> ./constraint.sdc <==
current_design complete

set clk_period 3.2
set clk_io_pct 0.2

create_clock -name clk0 -period $clk_period [get_ports {clk}]

set non_clock_inputs [all_inputs -no_clocks]
set_input_delay [expr $clk_period * $clk_io_pct] -clock clk0 $non_clock_inputs
set_output_delay [expr $clk_period * $clk_io_pct] -clock clk0 [all_outputs]
==> job_summary.md <==
## PnR job results

| Metric | Value |
|---|---|
| Setup TNS | 0 ns |
| CTS tree | done |
| F_max | 390.0 MHz |
| Ys flops | 29 |
| Xor-xnor portion of the synthesized cell area | 0.02745 |
| Top_reg_cell synth | dfrtp_1 |
| Pwr/cell area | 427.4 nW/um2 |
| Simple share | 0.1765 |
| CP startpoint | rst |
| Routed WL | 1.947 mm |
| CTS resizes | 0 |
| Top Layout Cells | dfrtp_1, nor2_1, mux2i_1 |
| Filler Cell Count | 805 |
| DRC viols | 0 |
| Area delta synth->final | 20.98% |
| DP Wirelength | 1.304 mm |
| Endpoints left unconstrained | 10 |
| Crit path kind | in -> out |
| Hold Path Class | reg -> reg |
| Number of enable flip-flop cells | 0 |
| Register pins left without a clock | 10 |
| Synth mux share | 0.08627 |
| Max Slew Vio Count | 0 |
| Area leader share | 0.5490 |
| Final setup fails | 0 |
| First-pass GRT wire length | 3.732 mm |
| Critical path launch point type | primary input |
| Chip Area | 11660 um2 |
| Fraction of registers with async set/reset | 1.000 |
| Top cells, area | dfrtp_1, mux2i_1, nor2_1, ha_1, and2_1 |
| Critical path arrival | 1.92 ns |
| Init Core Util | 0.1669 |
| Initial antenna violation count | 0 |
| Place WS | 0.6251 ns |
| Worst Reg-to-Reg Cells | 5 |
| Worst-Margin Slew | 0.7498 ns |
| DP Cell Count | 218 |
| FP Rows | 32 |
| Fin crit period | 2.564 ns |
| Tool warnings | 34 |
| Slack of the critical path | 0.6361 ns |
| Synth logic family | simple AND/OR/NAND/NOR gates |
| Drt via density | 3.480 |
| Initial DRT Pass Iterations | 4 |
| RSZ-0062 raised after global routing | false |
| DR vias | 790 |
| Yosys warnings | 3 |
| Reg2Reg Setup Slack | 1.87 ns |
| Largest net degree at the start of global routing | 21 |
| Worst r2r src | CUT3.ps[0] |
| Most numerous logic cell after layout | dfrtp_1 |
| Unique cell types | 25 |
| Late-Pin Clk Latency | 0.36 ns |
| Vias in the first global route | 896 |
| GR Overflow Total | 0 |
| Max cap viols | 0 |
| Hold slack final | 0.4974 ns |
| Register area share after synthesis | 0.5696 |
| CP endpoint kind | primary output |
| Avg WL per Cell | 8.577 um |
| Crit-path max FO | 2 |
| Ys cells | 117 |
| I/O pin count | 4 |
| Adder share | 0.03922 |
| DIE HEIGHT | 108 um |
| Yosys chip area | 1276 um2 |
| Cell type with the largest total area | dfrtp_1 |
| Final core utilization | 0.2019 |
| Syn Std Cell Area | 1276 um2 |
| Hold Vio Cnt, Final | 0 |
| RD Place Congestion | 0.7542 |
| Width of the die | 108 um |
| Syn avg cell area | 10.91 um2 |
| Layout cells sized above 1 | 0.1040 |
| Status | finished clean |
| FF-to-FF End | CUT3.ps[4] |
| Clk pin slew, worst setup/hold paths | 0.07 ns |
| Initial detailed-routing violation count | 53 |
| Leakage power | 0.6943 nW |
| Slew HR | 0.4996 |
| Syn Inst Count | 117 |
| Final period util | 0.8012 |
| Gr usage total | 0.03826 |
| DRT antenna net count | 0 |
| Port Buffers | 3 |
| Worst EP required | 2.56 ns |
| Worst setup path end | outValid |
| # diodes | 0 |
| Non-filler cells, final | 227 |
| Clock skew | 0.001809 ns |
| Core area | 7647 um2 |
| Compound Share, Synth | 0.05882 |
| Setup Fix Bufs, Post-CTS | 0 |
| Worst VDD drop | 0.0002032 V |
| # hold bufs at CTS | 0 |
==> logic make-up (layout without fill, tap and decap cells) <==
kind of cell               count (synthesis)  in the layout
and+or+nand+nor                           45             45
DFF                                       29             29
buffers and inverters                     13             21
AOI/OAI and AO/OA                         11             11
muxes                                     11             11
adders and majority gates                  4              4
xor gates and xnor gates                   4              4
==> cell usage after synthesis (3+ instances only) <==
library cell,n
mux2i_1,11
inv_1,9
dfrtp_1,28
and2_1,6
nand2_1,9
nand3_1,7
ha_1,4
xnor2_1,4
o21ai_0,3
nor2_1,17
==> through the flow <==
step | instance area, um2 | total power [mW]
2_1_floorplan | 1276 | 0.2618
3_3_place_gp | 1414 | 0.2662
3_5_place_dp | 1414 | 0.2664
4_1_cts | 1544 | 0.6749
5_1_grt | 1544 | 0.6978
6_report | 1544 | 0.6599
==> final cells by class <==
| type | count | area [um2] | share of cell area |
|---|---|---|---|
| Inverter | 8 | 30.03 | 0.01945 |
| Tap cell | 102 | 127.6 | 0.08266 |
| Clock inverter | 2 | 33.78 | 0.02188 |
| Multi-Input combinational cell | 75 | 495.5 | 0.3209 |
| Sequential cell | 29 | 726.9 | 0.4708 |
| Clock buffer | 8 | 100.1 | 0.06483 |
| Timing Repair Buffer | 3 | 30.03 | 0.01945 |
==> where the power goes <==
group	switching [mW]	internal (mW)	total (mW)	leakage (nW)
combinational	0.00577	0.00265	0.00842	0.215
clock	0.124	0.285	0.410	0.0988
sequential	0.000478	0.242	0.242	0.380
==> worst min-delay path by stage <==
stage | to | cells after the start | from | slack [ns]
final | CUT3.ps[0] | 2 | CUT2.parOut[0] | 0.50
after global routing | CUT3.ps[0] | 2 | CUT2.parOut[0] | 0.53
after CTS | CUT3.ps[0] | 2 | CUT2.parOut[0] | 0.50
==> worst max-delay path: stages <==
cell	delay, ns
clkdlybuf4s50_1	0.41
and2_1	0.17
or3_1	0.30
clkdlybuf4s50_1	0.41
==> flip-flops by register name (all words and copies together) (netlist names) <==
register / cells
CUT2.ps: 3
CUT2.parOut: 8
CUT3.ps: 8
CUT1.ps: 10
==> routing by layer <==
layer,routed length [um],vias to the layer above,global-route usage,share of wire
li1,-,401,-,-
met1,1016,383,0.05291,0.52
met2,852,4,0.05172,0.44
met3,70,2,0.01747,0.036
met4,8,0,0.01336,0.0041
met5,0,-,0,0
Power is estimated from default activity; no workload was simulated.
