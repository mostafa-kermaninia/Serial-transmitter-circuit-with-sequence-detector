## flow/design.v

```verilog
`timescale 1ns / 1ns
module seq_detector (
    input  clk,
    rst,
    serIn,
    output detected
);
  parameter [2:0] I = 3'b000, A = 3'b001, B = 3'b010, C = 3'b011, D = 3'b100,E = 3'b101, F = 3'b110, G = 3'b111;
  logic [2:0] ns, ps;
  always @(ps, serIn) begin
    ns = I;
    case (ps)
      I: ns = serIn ? I : A;
      A: ns = serIn ? B : A;
      B: ns = serIn ? C : A;
      C: ns = serIn ? D : A;
      D: ns = serIn ? E : A;
      E: ns = serIn ? F : A;
      F: ns = serIn ? I : G;
      G: ns = serIn ? G : G;
      default: ns = I;
    endcase
  end
  assign detected = (ps == G) ? 1'b1 : 1'b0;
  always @(posedge clk, posedge rst) begin
    if (rst) ps <= I;
    else ps <= ns;
  end
endmodule
```

## flow/run.sh

```bash
#!/bin/bash
# OpenROAD 26Q1-2900-gdf79404cd8, Yosys 0.63+post, stock flow scripts
make -C /OpenROAD-flow-scripts/flow DESIGN_CONFIG=/design/flow/config.mk WORK_HOME=/design/flow/orfs finish
```

## flow/config.mk

```make
export PLATFORM = sky130hd
export DESIGN_NAME = seq_detector
export DESIGN_NICKNAME = seq_detector
export VERILOG_FILES = /design/flow/design.v
export SDC_FILE = /design/flow/constraint.sdc
export NUM_CORES = 4
export LEC_CHECK = 1
export CORE_AREA = 10 10 70 70
export DIE_AREA = 0 0 80 80
```

## flow/constraint.sdc

```tcl
current_design seq_detector

set clk_period 1.0
set clk_io_pct 0.2

create_clock -name clk0 -period $clk_period [get_ports {clk}]

set non_clock_inputs [all_inputs -no_clocks]
set_input_delay [expr $clk_period * $clk_io_pct] -clock clk0 $non_clock_inputs
set_output_delay [expr $clk_period * $clk_io_pct] -clock clk0 [all_outputs]
```

==> summary.rpt <==
=== SYNTHESIS / PLACE & ROUTE SUMMARY ===
----------------------------------------------------
[Drt]
  Via count ........................ 165
  Total length of routed met3 wires ........................ 66 µm
  DRT antenna net count ........................ 0
  Routed metal-1 wire length ........................ 242 µm
  Total met2 wirelength after detailed routing ........................ 119 µm
  Mean routed wirelength per cell ........................ 5.75 µm
  Number of antenna repair diodes ........................ 0
  Count of TritonRoute iterations in the first routing pass ........................ 4
  Top sig layer ........................ met4
  Via-to-Cell Ratio ........................ 2.20
  Starting DRT DRC Count ........................ 12
  Drc violations ........................ 0
  Routed wire length ........................ 431 µm

[Global route]
  Number of antenna violations at the first check in global routing ........................ 0
  First-pass GRT wire length ........................ 690 µm
  Maximum number of pins on one net before global-route repair ........................ 9
  Global Route Usage Sum ........................ 1.42%
  Vias in the first global route ........................ 138
  Total global routing overflow ........................ 0

[STA]
  Cycle use final ........................ 93.1%
  Setup repair after global routing missed its margin ........................ false
  Fin crit period ........................ 0.931 ns
  Achievable Freq ........................ 1.07 GHz
  Transition time at the pin with the least slew margin ........................ 0.285 ns
  Setup violation total in the final timing report ........................ 0
  Worst Slack Setup Final ........................ 0.0687 ns
  Final number of max-transition violations ........................ 0
  Rel. slew slack ........................ 81.0%
  Fin Clk Skew ........................ 0.00175 ns
  Worst hold-check slack ........................ 0.184 ns
  Number of hold violations in the final report ........................ 0

[Finish]
  Registers with the most flip-flops ........................ ps x8
  Largest register by flop count ........................ ps
  Final cell count without fillers ........................ 75
  Layout cells sized above 1 ........................ 20.7%
  Sequential cell area ........................ 201 µm²
  Logic cell area ........................ 61.3 µm²
  Max reg flops ........................ 8
  Fill count ........................ 390
  Area Overhead vs Synth ........................ 43.1%

[Clock network]
  Clock sink count ........................ 8
  Clock latency at the later pin of the worst-skew pair ........................ 0.25 ns
  Number of setup buffers added after CTS ........................ 0
  Cell resize tally after clock tree synthesis ........................ 3
  Cell chosen for the clock root ........................ sky130_fd_sc_hd__clkbuf_4
  Maximum level of the CTS H-tree ........................ 1
  Hold_buf cts ........................ 0
  Number of clock buffers inserted by TritonCTS ........................ 3
  Clock tree from TritonCTS ........................ done
  Clock-pin slew on the worst setup and hold paths ........................ 0.06 ns
  Buffers from clock root to sink, at most ........................ 2

[Setup path]
  Cell-by-cell listing of the critical path ........................ buf_2
  Endpoint of the most critical register-to-register path ........................ ps[4]
  Critical path fanouts, max ........................ 2
  Worst Setup Path Type ........................ flip-flop to primary output
  Worst EP arrival ........................ 0.73 ns
  Worst Path Buf+Inv ........................ 1
  CP Launch Point ........................ ps[7]
  Path length in cells of the critical path ........................ 1
  Worst-case register-to-register setup slack ........................ 0.14 ns
  Worst path top cell family by delay ........................ flip-flops
  Reg-to-reg startpoint ........................ ps[6]
  CP max-delay cell ........................ sky130_fd_sc_hd__dfrtp_1
  Reg2reg path depth ........................ 2
  Stage delay of the slowest cell on the critical path ........................ 0.37 ns
  Startpoint type of the worst setup path ........................ flip-flop
  Critical Path End Type ........................ primary output
  CP Capture Point ........................ detected
  Required time reported for the critical path endpoint ........................ 0.80 ns

[Placement]
  Routability congestion estimate from global placement ........................ 0.812
  Worst slack, placed ........................ -0.0384 ns
  Count of buffers from port buffering ........................ 3
  Placed Cells ........................ 71
  Post-detail-place hpwl ........................ 310 µm

[Pwr]
  Worst voltage drop across the vdd grid ........................ 0.258 mV
  Leak Pwr ........................ 0.000182 µW
  PwrDens ........................ 1700 mW/mm²

[Logic synthesis]
  Synthesized registers ........................ 8
  Per-instance average area after synthesis ........................ 12.9 µm²
  Mapped Area ........................ 270 µm²
  Syn Inst Count ........................ 21
  Yosys-reported design area after synthesis ........................ 270 µm²
  Register share after synthesis ........................ 74.5%
  Number of warning messages in the yosys log ........................ 1
  Number of cells in Yosys stat ........................ 21
  Distinct lib cells ........................ 8

[Die]
  Area of the core region ........................ 0.00342 mm²
  Floorplan core density ........................ 7.91%
  Die ar. ........................ 0.00640 mm²
  Placement row count ........................ 21
  Die height ........................ 80 µm
  Width of the die ........................ 80 µm
  I/O pins ........................ 4

[Outcome]
  Outcome ........................ finished, final reports clean

[Run]
  Max-cap violation count ........................ 0
  OpenROAD warning count ........................ 25

[Hold path]
  Class of the tightest hold or removal check ........................ primary input to async pin

----------------------------------------------------
==> how the worst min path moves through the flow <==
| stage | cells after the start | from | slack [ns] | end |
|---|---|---|---|---|
| 4_1_cts | 2 | rst | 0.19 | ps[7] |
| 5_1_grt | 2 | rst | 0.21 | ps[5] |
| 6_report | 2 | rst | 0.18 | ps[3] |
==> layout make-up <==
type / count / share of cell area (%)
clock buffers: 4 / 6.80
inverters: 2 / 1.94
multi-input cells: 11 / 15.9
flip-flops and latches: 8 / 52.1
well taps: 46 / 14.9
repair buffers: 4 / 8.41
==> per-stage QoR <==
| stage | setup TNS [ns] | total power (µW) | util [%] | cell area (µm²) |
|---|---|---|---|---|
| global placement | -0.148 | 400 | 10.7 | 365 |
| floorplan | 0 | 371 | - | 270 |
| CTS | 0 | 666 | 11.3 | 387 |
| global route | 0 | 695 | 11.3 | 387 |
| detailed placement | -0.220 | 401 | 10.7 | 365 |
| finish | 0 | 657 | 11.3 | 387 |
==> kinds of logic (layout without fill, tap and decap cells) <==
| group | count (synthesis) | in the layout | share of synthesized area, % |
|---|---|---|---|
| compound gates | 2 | 2 | 4.63 |
| flops | 8 | 8 | 74.5 |
| buf+inv | 2 | 10 | 2.78 |
| simple gates | 9 | 9 | 18.1 |
==> per-layer routing <==
metal,GRT usage [%],vias up
li1,-,82
met1,2.30,75
met2,0.883,6
met3,1.59,2
met4,0.352,0
met5,0,-
==> cell usage in the layout, fill, tap and decap left out <==
master,synthesis,layout
sky130_fd_sc_hd__nor2_1,3,3
sky130_fd_sc_hd__clkbuf_1,0,1
sky130_fd_sc_hd__clkbuf_4,0,3
sky130_fd_sc_hd__buf_2,0,1
sky130_fd_sc_hd__dfstp_2,1,1
sky130_fd_sc_hd__dfrtp_1,7,7
sky130_fd_sc_hd__inv_1,2,2
sky130_fd_sc_hd__and2_1,5,5
sky130_fd_sc_hd__clkdlybuf4s50_1,0,2
sky130_fd_sc_hd__a21o_1,1,1
sky130_fd_sc_hd__nor4_1,1,1
sky130_fd_sc_hd__a21oi_1,1,1
sky130_fd_sc_hd__buf_4,0,1
==> synth_stat cells <==
cell type,instances,area [µm²]
sky130_fd_sc_hd__a21o_1,1,7.51
sky130_fd_sc_hd__a21oi_1,1,5.00
sky130_fd_sc_hd__and2_1,5,31.3
sky130_fd_sc_hd__dfrtp_1,7,175
sky130_fd_sc_hd__dfstp_2,1,26.3
sky130_fd_sc_hd__inv_1,2,7.51
sky130_fd_sc_hd__nor2_1,3,11.3
sky130_fd_sc_hd__nor4_1,1,6.26
==> power by group <==
part / internal (µW) / switching (µW)
registers: 340 / 8.38
clock network: 153 / 114
logic: 23.5 / 17.5
total: 517 / 140
Power figures rest on the tool's default switching activity, not on a simulated workload.
